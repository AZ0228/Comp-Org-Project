<file path="run.sh">
#!/bin/bash
# OpenROAD 26Q1-2900-gdf79404cd8, Yosys 0.63+post, stock flow scripts
make -C /OpenROAD-flow-scripts/flow DESIGN_CONFIG=/design/flow/config.mk WORK_HOME=/design/flow/orfs finish
</file>
<file path="config.mk">
export PLATFORM = sky130hd
export DESIGN_NAME = program_counter
export DESIGN_NICKNAME = program_counter
export VERILOG_FILES = /design/flow/design.v
export SDC_FILE = /design/flow/constraint.sdc
export NUM_CORES = 4
export LEC_CHECK = 1
export CORE_AREA = 10 10 88 88
export DIE_AREA = 0 0 98 98
</file>
<file path="constraint.sdc">
current_design program_counter

set clk_period 1.0
set clk_io_pct 0.2

create_clock -name clk0 -period $clk_period [get_ports {clock}]

set non_clock_inputs [all_inputs -no_clocks]
set_input_delay [expr $clk_period * $clk_io_pct] -clock clk0 $non_clock_inputs
set_output_delay [expr $clk_period * $clk_io_pct] -clock clk0 [all_outputs]
</file>
<file path="design.v">
module program_counter(
    input clock,  
    input reset,  
    input [31:0] pc_in,
    output reg [31:0] pc_out
    );
    always @(posedge clock or negedge reset) begin
        if (reset == 0) begin
            pc_out <= 0;
        end else begin
            pc_out <= pc_in;
        end
    end
endmodule
</file>
==> out/metrics.yaml <==
hold_ws_ns: -0.1446
dieWidth_um: 98
clkTransAtPathRegs_ns: 0.07
mux_area_frac: 0
largest_register: "pc_out"
final_min_period_over_clock_period: 0.9645
fin_tns_setup_ns: 0
crit_path_start_kind: "flip-flop"
largest_register_ffs: 32
yosys.area_share.xor_xnor: 0
num_rows: 28
post_drt_wl_per_cell_um: 13.56
worst_slew_pin_slew_ns: 0.1764
synthesized_instance_count: 32
die_area_um2: 9604
finish.cell_count_without_fillers: 181
num_vias: 536
reg_top3: "pc_out (32)"
htreeDepth: 2
grt_first_pass_wirelength_um: 3753
crit_path_max_fanout: 1
tool_warnings: 28
crit_chain: "buf_2"
ios: 66
layout.cells.most_common: "sky130_fd_sc_hd__buf_2"
worst_ir_drop_vdd_mv: 0.6697
failed_checks: "negative hold slack"
grt_start_max_net_pins: 33
grt_pass1_vias: 610
synth.cellmix.simpleShare: 0
crit_path_max_incr_delay_ns: 0.37
final_layout_top_logic_cells: "33 x sky130_fd_sc_hd__buf_2, 32 x sky130_fd_sc_hd__clkdlybuf4s50_1, 32 x sky130_fd_sc_hd__dfrtp_1"
synth-warning-count: 1
synth.yosys.chip_area_um2: 800.8
viasPerCell: 2.961
antenna_violating_nets_post_route: 0
mappedNetlistArea_um2: 800.8
globalRouteOverflowTotal: 0
largest_delay_share_family_worst_path: "flip-flops"
p_leak_uw: 0.0006914
cp_data_arrival_time_ns: 0.76
initCoreUtil: 0.1352
drv_cap: 0
setup_slack_ns: 0.03547
cts.root.buffer_cell: "sky130_fd_sc_hd__clkbuf_8"
portBuffers: 65
power.density_nw_per_um2: 1848
postRouteWirelength_um: 2455
run_status: "finished, violations left"
setup_slack_at_placement_ns: -0.0003431
unique_masters_post_synth: 1
multi_input_comb_area_um2: 0
yosys.area_share.adder: 0
yosys.area_share.aoi: 0
antennaDiodeCount: 0
num-multi-input-gates: 0
tritoncts: "done"
clk_path_buf_depth: 2
antenna_violations_before_repair: 0
layout.core_utilization: 0.2553
drc: 0
cp_num_buf_inv: 1
layout-drive-gt1-share: 0.3962
first_pass_iters: 2
yosys.stat.seqShare: 1.000
cpMaxStageDelayCell: "sky130_fd_sc_hd__dfrtp_1"
tritoncts.num_buffers: 5
routability_congestion_estimate_from_global_placement: 0.7877
place_inst: 173
final_hold_vios: 32
grt.total_usage: 0.05019
rsz_0062_raised_after_global_routing: "yes"
clock_period_minus_final_worst_setup_slack_ns: 0.9645
drv_slew: 0
max_slew_margin: 0.8824
area_growth_syn_to_layout_pct: 88.75
worst_ep_required_ns: 0.80
final.fill_count: 629
timing_worst_setup_path_type: "flip-flop to output port"
fin_total_pwr_uw: 2792
die.size.y_um: 98
detail_route.iter0.violations: 5
yosysCellCount: 32
syn_avg_cell_area_um2: 25.02
register_bit_total_from_synthesis: 32
ff_latch_area_um2: 800.8
floorplan_core_area_um2: 5921
endpoint_kind: "output port"
timing.fmax_mhz: 1037
setup_viol: 0
total_clock_sinks: 32
worstHoldPathType: "input port to async pin"
==> final timing paths <==
path | start | to | cells past startpoint
worst max-delay path | pc_out[23]$_DFF_PN0_ | pc_out[23] | 1
max in group asynchronous | reset | pc_out[13]$_DFF_PN0_ | 2
worst min-delay path | reset | pc_out[17]$_DFF_PN0_ | 2
min in group clk0 | pc_in[23] | pc_out[23]$_DFF_PN0_ | 1
==> synthesized netlist by cell type <==
master / number / area share
sky130_fd_sc_hd__dfrtp_1: 32 / 1.0
==> final cells by class <==
class,instances,area share
clock buffer,5,0.04553
sequential,32,0.5298
clock inverter,3,0.02815
timing repair buffer,66,0.3344
tap,75,0.06209
==> report_power, final <==
| group | switching (uW) | internal, uW | total (uW) |
|---|---|---|---|
| registers | 13.0 | 1360 | 1370 |
| clock network | 473 | 736 | 1210 |
| logic | 53.4 | 158 | 212 |
| total | 539 | 2250 | 2790 |
==> per-layer routing <==
layer	track usage	vias up	wire length (um)
met5	0	-	0
met2	0.07005	43	1124
met4	0.01342	0	48
met1	0.06003	248	927
li1	-	243	-
met3	0.03698	2	355
==> metrics by stage <==
stage	hold slack (ns)	area, um^2
floorplan	-0.09559	800.8
global placement	0.1653	1560
detailed placement	0.1751	1560
CTS	-0.1490	1511
global route	-0.1454	1511
finish	-0.1446	1511
==> cells by family after synthesis <==
family	Yosys count
DFF	32
==> repair_timing <==
action	CTS	global route
resized	98	0
pin swaps	0	0
setup buffers	0	0
hold endpoints to repair	32	32
setup endpoints to repair	32	7
