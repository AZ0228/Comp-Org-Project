==> ./design.v <==
module AC(
    input clk,
    input reset,
    input [31:0] operand,
    input [3:0] opcode, 
    output reg [31:0] out
);
reg [31:0] acc;
localparam NO_OP = 4'hF;
localparam LOAD = 4'h2;
localparam ADD = 4'h0;
always @(posedge clk or posedge reset)begin
    if (reset) begin
        acc <= 32'b0;
    end else begin
        case(opcode)
            LOAD: begin 
                acc <= operand;
            end
            ADD: begin
                acc <= acc + operand;
            end
            default: begin
            end
        endcase
    end
end
always @(acc) begin
    out <= acc;
end
endmodule
==> ./run.sh <==
#!/bin/bash
# OpenROAD 26Q1-2900-gdf79404cd8, Yosys 0.63+post, stock flow scripts
make -C /OpenROAD-flow-scripts/flow DESIGN_CONFIG=/design/flow/config.mk WORK_HOME=/design/flow/orfs finish
==> ./config.mk <==
export PLATFORM = sky130hd
export DESIGN_NAME = AC
export DESIGN_NICKNAME = AC
export VERILOG_FILES = /design/flow/design.v
export SDC_FILE = /design/flow/constraint.sdc
export NUM_CORES = 4
export LEC_CHECK = 1
export CORE_UTILIZATION = 30
==> ./constraint.sdc <==
current_design AC

set clk_period 7.4
set clk_io_pct 0.2

create_clock -name clk0 -period $clk_period [get_ports {clk}]

set non_clock_inputs [all_inputs -no_clocks]
set_input_delay [expr $clk_period * $clk_io_pct] -clock clk0 $non_clock_inputs
set_output_delay [expr $clk_period * $clk_io_pct] -clock clk0 [all_outputs]
==> summary.txt <==
flow finished, numbers: GRT Total Usage=16.4%, Fin Setup TNS=0 ps, DRC viols=0, chip width=106 µm, Syn Area/Cell=7.89 µm², Area leader share=24.7%, yosys warns=1, Cell area leaders=dfrtp_1 (25%), ha_1 (12%), a21oi_1 (8.5%), o21ai_0 (6.0%), nand2_1 (5.2%), WL final=8700 µm, Top delay family on crit path=AND-OR/OR-AND gates, largest reg by FF count=acc, root buf cell=clkbuf_8, Req. time, crit path=7560 ps, Pwr Density=278 nW/µm², Skew-Pair Late Insertion Delay=280 ps, Hold-fix buffers, CTS=0, Least-Margin Pin Slew=591 ps, top flop regs=acc (32), number of global-route vias before repair=3058, layout cells sized above 1=7.13%, Critical Path AT=4150 ps, outcome=finished, final reports clean, DIE AREA=11200 µm², slowest stage cell, crit path=fa_1, core footprint=10400 µm², Die Height=106 µm, most frequent cells after synthesis=a21oi_1 (55), nand2_1 (45), o21ai_0 (39), Yosys chip area=3240 µm², standard-cell row count=37, critical path's largest stage delay=470 ps, CTS tree=yes, # Cells Yosys=411, Max-Cap Viols=0, IO Count=70, CTS Buf Count=5, WHS Path Cells=2, RSZ-0062 raised after global routing=no, final worst path period share=53.8%, Setup Viol. Count Final=0, Post-Syn Area=3240 µm², GRT overflow=0, met1 GRT Util=24.2%, Post-Place Cells=606, Slew headroom=60.6%, GRT Max-Usage Layer=met2, cells along the critical path=clkdlybuf4s50_1 -> ha_1 -> fa_1 -> a211oi_4 -> o21ai_2 -> a21oi_2 -> o211ai_2 -> a21bo_2 -> a31oi_1 -> mux2i_1 -> nand3_1, first-pass GRT wire length=14700 µm, sequential element share of the synthesized area=24.7%, max reg flops=32, Final ANT Viol Nets=0, Hold Startpoint=acc[4]$_DFFE_PP0P_, H-tree level count=2, Detailed Routing Iterations Pass 1=4, via count=3217, flip-flops with a built-in enable=0, R2R Path End=acc[24]$_DFFE_PP0P_, top-count cell post-synth=a21oi_1, ANT cells=0, post-synth cell types=58, largest net degree at the start of global routing=55, peak supply drop=0.0916 mV, Placer Congestion=0.910, LEAKAGE=1.79 nW, met3 Resource Use GR=2.31%, Post CTS Setup Buffer Count=0, max-slew violations=0, Mapped Cells=411, Worst Setup Start Kind=primary input, IO Port Bufs=69, asr flop ratio synth=100%, Clk pin slew, worst setup/hold paths=70 ps, tool warning count=25, Max FO, Critical Path=5, initial core utilization=31.1%, hpwl dp=6460 µm, DR WL/cell=14.2 µm, class of the worst hold path=register to register, Yosys reg bits=32, Setup crit end kind=register, R2R setup slack=4670 ps, final clock skew=5.34 ps, met2 Resource Use GR=26.8%, area delta synth->final=28.7%, Final Hold Viols=0, Resized Gates After CTS=0, post-route insts no fill=613, Critical path buffers and inverters=1, Crit Path Category=primary input to register, antenna violations before repair=0, worst r2r src=acc[0]$_DFFE_PP0P_, worst r2r path cells=10, Commonest flop=dfrtp_1, fmax=0.251 GHz, post-route minimum period=3980 ps, vias per inst=5.25, violation tally from detailed-route iteration zero=116, clk sinks=32, worst-case clock buffer depth=2, Worst Hold Path EP=acc[4]$_DFFE_PP0P_, cell type with the largest total area=dfrtp_1
==> worst max path at each step <==
stage | from | end | slack [ps] | cells past startpoint
5_1_grt | operand[0] | acc[16]$_DFFE_PP0P_ | 3130 | 10
6_report | operand[0] | acc[24]$_DFFE_PP0P_ | 3420 | 11
4_1_cts | operand[0] | acc[24]$_DFFE_PP0P_ | 3410 | 11
==> metrics by stage <==
step	setup WS (ps)	area, µm²	util (%)	hold WS (ps)	power [W]
after floorplan	3770	3240	-	454	0.000770
after global placement	3150	4080	39.1	495	0.00101
after detailed placement	3100	4080	39.1	508	0.00101
after CTS	3410	4170	40.1	525	0.00117
after global routing	3130	4170	40.1	549	0.00128
final	3420	4170	40.1	516	0.00116
==> cells in the final DEF, fill, tap and decap left out, types with 10 or more instances in the layout <==
master	n
xnor2_1	12
o21ai_0	39
ha_1	31
nand2_1	45
and3_1	13
a21oi_1	55
clkdlybuf4s50_1	68
dfrtp_1	32
inv_1	10
nor2_1	35
==> cells by family (layout without fill, tap and decap cells) <==
family,after synthesis,count (layout),synth area share [%]
compound gates,162,162,32.0
simple gates,131,131,19.3
fa+ha+maj,32,32,12.6
flops,32,32,24.7
buf+inv,24,90,2.89
xor+xnor,21,21,5.67
mux,9,9,2.93
==> where the power goes <==
part / switching [W] / leakage, nW / total [W] / internal [W]
logic: 0.000367 / 1.34 / 0.000730 / 0.000363
clock network: 0.0000686 / 0.0503 / 0.000152 / 0.0000830
registers: 0.0000515 / 0.395 / 0.000279 / 0.000228
total: 0.000487 / 1.79 / 0.00116 / 0.000674
==> metal layers <==
metal	routed length, µm	up-vias	part of all wire, %
li1	-	1640	-
met1	4200	1482	48
met2	3990	91	46
met3	465	4	5.3
met4	45	0	0.52
met5	0	-	0
==> cell type report <==
cell class	count	area, µm²
timing repair buffer	73	716
tap	136	170
clock buffer	7	96.3
inverter	10	37.5
sequential	32	801
fill	1042	6240
multi-input combinational	355	2350
==> tightest hold or removal path, delay by kind of cell, from the launching register on <==
kind	cells	cell delay (ps)
AND/OR/NAND/NOR	1	50
flip-flops	1	370
AND-OR/OR-AND	1	60
Power is estimated from default activity; no workload was simulated.
